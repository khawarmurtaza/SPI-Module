<file path="design/flow/config.mk">
export PLATFORM = sky130hd
export DESIGN_NAME = clockdivider
export DESIGN_NICKNAME = clockdivider
export VERILOG_FILES = /design/flow/design.v
export SDC_FILE = /design/flow/constraint.sdc
export NUM_CORES = 4
export LEC_CHECK = 1
export CORE_UTILIZATION = 30
</file>
<file path="design/flow/constraint.sdc">
current_design clockdivider

set clk_period 5.6
set clk_io_pct 0.2

create_clock -name clk0 -period $clk_period [get_ports {clk}]

set non_clock_inputs [all_inputs -no_clocks]
set_input_delay [expr $clk_period * $clk_io_pct] -clock clk0 $non_clock_inputs
set_output_delay [expr $clk_period * $clk_io_pct] -clock clk0 [all_outputs]
</file>
<file path="design/flow/design.v">
`timescale 1ns / 1ps
module clockdivider(
    input clk,
    input rst,
    output reg clk_NEW=0
    );    
    parameter              
             input_clk=100000000,    
             req_clk = 6250000,    
             Count_N= input_clk/req_clk,
             N=Count_N/2;
    reg [27:0] count;
    always@(posedge clk)
    begin
    if(rst)
    count<=0;
    else if(count==N-1)
    count<=0;
    else
    count<=count+1;
    end
    always@(posedge clk)
    begin
    if(rst)
    clk_NEW<=0;
    else if (count==N-1)
    clk_NEW=!clk_NEW;
    else
    clk_NEW<=clk_NEW;
    end
endmodule
</file>
<file path="design/flow/run.sh">
#!/bin/bash
# OpenROAD 26Q1-2900-gdf79404cd8, Yosys 0.63+post, stock flow scripts
make -C /OpenROAD-flow-scripts/flow DESIGN_CONFIG=/design/flow/config.mk WORK_HOME=/design/flow/orfs finish
</file>
==> metrics.csv <==
metric,value,unit
status,"complete, no violations",
r2r endpoint,count[22],
maximum VDD drop,0.0938,mV
slack of the worst reg-to-reg path,3.33,ns
Clock Tree Root,clkbuf_8,
Area Growth Syn to Fin,12.8,%
floorplan core density,32.0,%
internal power,323,µW
drt pass-1 iters,4,
worst skew pair latency,0.28,ns
Worst Reg-to-Reg Cells,5,
hold path depth,1,
ant diodes,0,
total chip power,409,µW
Worst setup EP type,register,
clock share of power,46.4,%
vias in the first global route,1031,
Routed WL per cell,12.3,µm
Core ar.,0.00412,mm²
via count,1108,
Top Layer Used,met4,
max_slew headroom,76.5,%
clock transition at the registers of the reported paths,0.06,ns
DP Worst Slack,3.36,ns
total die size,0.00466,mm²
max-cap violations,0,
Final setup viols,0,
met3 wire len,132,µm
met1 WL,1.34,mm
Remaining DRCs,0,
"Slew Viols, Final",0,
Post-Synthesis Cells,154,
I/O Pins,3,
crit-path max FO,11,
global-route wire length before repair,4.56,mm
Crit Path Class,register to register,
Tot GR Track Use,13.0,%
PostCTS Resize Cnt,0,
# clock sinks,29,
P_sw,86.1,µW
placed insts,202,
H-tree depth,2,
YS chip area,0.00132,mm²
dpl hpwl,1.70,mm
RSZ-0062 raised after global routing,no,
hold path start,count[0],
post-CTS repair timing setup buffer count,0,
initial antenna violation count,0,
CTS tree,yes,
final cell count without fillers,210,
met2 routed WL,1.08,mm
Comb pwr share,2.2,%
synth warn,1,
Via density,5.28,
final setup margin,3.33,ns
worst-margin pin slew,0.352,ns
Tmin final,2.27,ns
cts hold-fix bufs,0,
total count of hold-check failures in the final report,0,
tool warnings,25,
share of layout cells above drive strength 1,7.50,%
post-synthesis sequential element count,29,
Flop pwr share,51.4,%
DIE HEIGHT,68.3,µm
Bufs on Longest Clock Path,2,
worst r2r src,count[0],
final WL,2.58,mm
register area share after synthesis,44.0,%
Initial DRC Count,62,
grt ovf,0,
most numerous logic cell after layout,dfxtp_1,
TritonCTS buffer count,5,
Worst Path Required,5.82,ns
# port buffers,2,
power per cell area,275,mW/mm²
Setup TNS,0,ns
# Cells Yosys,154,
Max Freq,441,MHz
Avg Synthesized Cell Area,8.56,µm²
largest net degree at the start of global routing,29,
"commonest cells after routing, fill and taps aside","29 x dfxtp_1, 20 x nor2_1, 14 x xnor2_1",
clk_skew,0.00374,ns
Yosys cell types,23,
routability cong.,0.760,
Lkg Pwr,0.000439,µW
fin crit share,40.5,%
crit path launch type,register,
crit path DAT,2.48,ns
sw frac,21.1,%
Antenna Violating Nets Remaining,0,
Die Span X,68.3,µm
Mapped Area,0.00132,mm²
Worst Hold End,count[0],
hold crit path type,register to register,
Rows,23,
==> synth_stat cells, drive strengths merged <==
cell type	count	area, µm²
dfxtp	29	581
or4	8	63.8
nor3	5	25.0
clkbuf	3	11.3
inv	7	26.3
or3	7	43.8
nor2	20	75.1
nand2	7	26.3
nor4bb	1	10.0
nor4	9	56.3
xor2	1	8.76
nand3	8	40.0
o31ai	6	45.0
nand4	7	58.8
buf	2	15.0
o21bai	1	7.51
o21ai	6	30.0
xnor2	14	123
ha	1	12.5
a21oi	12	60.1
==> kinds of logic after synthesis <==
family	count (synthesis)	synth area share, %
XOR/XNOR	15	9.96
buffers and inverters	12	3.98
flip-flops	29	44.0
adder cells (fa/ha/maj)	1	0.949
AND/OR/NAND/NOR	72	30.3
AND-OR/OR-AND	25	10.8
==> area by class of cell <==
class	count	area (µm²)
Clock buffer	7	96.3
Clock inverter	1	5.00
Fill cell	407	2630
Inverter	7	26.3
Multi-Input combinational cell	113	689
Sequential cell	29	581
Tap cell	50	62.6
Timing Repair Buffer	3	27.5
==> per-stage QoR <==
step | util (%) | cell area, µm² | hold slack, ns
2_1_floorplan | - | 1320 | 0.430
3_3_place_gp | 33.7 | 1390 | 0.448
3_5_place_dp | 33.7 | 1390 | 0.452
4_1_cts | 36.2 | 1490 | 0.466
5_1_grt | 36.2 | 1490 | 0.498
6_report | 36.2 | 1490 | 0.471
==> state kept, by name, summed over array words and instances (netlist names) <==
signal,count
clk_NEW,1
count,28
==> metal layers <==
layer / GRT usage [%] / vias to the layer above
met5: 0 / -
met4: 1.56 / 0
met3: 4.05 / 4
met2: 19.6 / 19
met1: 19.0 / 520
li1: - / 565
==> power by group through the flow <==
| stage | logic (µW) | registers, µW | clock network, µW |
|---|---|---|---|
| after CTS | 9.03 | 210 | 193 |
| after global routing | 10.1 | 210 | 203 |
| final | 8.89 | 210 | 190 |
==> worst max-delay path by stage <==
stage        start         to  slack, ns  cells after the start
6_report  count[0]  count[22]       3.33                      5
5_1_grt   count[0]  count[22]       3.21                      5
4_1_cts   count[0]  count[26]       3.35                      5
==> worst max-delay path, cell delays in order (launching register included) <==
cell and delay, ns:
dfxtp_1 0.38, ha_1 0.22, nand3_1 0.27, or4_4 0.65
or4_1 0.53, a21oi_1 0.15
No activity file was given, so power comes from the tool's default toggle rates.
