File: ./config.mk
export PLATFORM = sky130hd
export DESIGN_NAME = Main_module
export DESIGN_NICKNAME = Main_module
export VERILOG_FILES = /design/flow/design.v
export SDC_FILE = /design/flow/constraint.sdc
export NUM_CORES = 4
export LEC_CHECK = 1
export CORE_AREA = 10 10 75 75
export DIE_AREA = 0 0 85 85
File: ./constraint.sdc
current_design Main_module

set clk_period 2.3
set clk_io_pct 0.2

create_clock -name clk0 -period $clk_period [get_ports {clk}]
create_clock -name clk1 -period $clk_period [get_ports {clock}]

set non_clock_inputs [all_inputs -no_clocks]
set_input_delay [expr $clk_period * $clk_io_pct] -clock clk0 $non_clock_inputs
set_output_delay [expr $clk_period * $clk_io_pct] -clock clk0 [all_outputs]
File: ./design.v
module Main_module#(
parameter WIDTH=8)
(
input clock,reset,clk,
output reg init=1,
output reg [WIDTH-1:0] data_out=0,
input wire data_tran_flag
);
reg [WIDTH-1:0]count=0;
reg start_process=0;
reg [1:0]edge_current=0,prev_edge=0;
 always@(posedge clock)
  begin
        if(reset)
                begin
                start_process<=0;
                count<=0;
                data_out<=0;
                end
        else
                begin
                if(data_tran_flag==1)
                     begin
                     start_process<=0;
                     data_out<=data_out;
                     end 
                else
                     begin
                     if(start_process==0)
                           begin
                           if(&count==1)
                           count<=0;
                           else
                           begin
                           count<=count+1;
                           start_process<=1;
                           data_out<=count+1;
                           end
                           end
                     else
                          begin
                          start_process<=start_process;
                          end
                     end
                end
 end
     always@(posedge clk)
        begin
           edge_current<=start_process;   
           prev_edge<=edge_current;
           if(edge_current==0&&prev_edge==1)
           init<=1;
           else
           init<=0;
        end
endmodule
File: ./run.sh
#!/bin/bash
# OpenROAD 26Q1-2900-gdf79404cd8, Yosys 0.63+post, stock flow scripts
make -C /OpenROAD-flow-scripts/flow DESIGN_CONFIG=/design/flow/config.mk WORK_HOME=/design/flow/orfs finish
==> deck_impl_summary.md <==
Run Summary

Global route
  • Initial antenna violation count: 0
  • Total GRT Usage: under 10%
  • Vias in the first global route: about 650
  • Grt total ovfl: 0
  • Largest net degree at the start of global routing: 18
  • Global-route wire length before repair: between 2 and 3 mm

Power and ir drop
  • Total Power: around 0.80 mW
  • Power Dens Cells: 740 nW/um^2
  • Lkg Pwr: approximately 0.37 nW
  • VDD IR max: roughly 0.22 mV

Yosys
  • Flip-flops with a built-in enable: 0
  • Post-Syn Area per Cell: about 9.5 sq um
  • Synth warnings: 1
  • Ys flops: 20
  • Commonest register cell after synthesis: dfxtp_1
  • Top cells by count, synth: 20 x dfxtp_1, 17 x nor2_1, 7 x nand2_1
  • Distinct cells, synth: 29
  • Yosys Instances: about 90
  • Share of the synthesized area in the top cell type: around 47%
  • Synth area leader: dfxtp_1
  • Post-Synthesis Cells: ~90
  • Most common cell in the netlist: dfxtp_1
  • Share of synthesized registers carrying an async set or reset: 0%
  • Synth Cell Area: 855 sq um
  • Sequential cell area fraction in the yosys report: between 40 and 50%
  • Biggest area cells: dfxtp_1 47%, nor2_1 7.5%, xnor2_1 6.1%
  • Yosys stat chip area: around 850 sq um

Floorplanning
  • Fp_density: a little over a fifth
  • Die ar.: 7230 sq um
  • Die Span Y: 85 um
  • Core Area: approximately 4100 sq um
  • Die width: between 80 and 90 um
  • I/O Pins: 13
  • Row cnt: 23

Place
  • GP Congestion: 0.844
  • Number of instances in the placed design: about 150
  • Pre-CTS setup slack: between 200 and 300 ps
  • Dpl cell area: 992 sq um
  • Post-DP HPWL: 1.20 mm
  • Port bufs: 11

CTS
  • # clock sinks: 20
  • Clk pin slew, worst setup/hold paths: 70 ps
  • Post-CTS Hold Fix Bufs: 0
  • Post-CTS setup buffers: 0
  • CTS tree: built
  • Post-CTS resize count: 0

Worst hold path
  • Hold path startpoint: edge_current[0]
  • Hold EP: prev_edge[0]
  • Hold path depth: 0
  • HP Class: reg2reg

Critical path
  • Critical Setup Path Class: in2reg
  • Reg-to-Reg Start: count[0]
  • Critical path endpoint category: flip-flop
  • Setup crit start kind: primary input
  • R2R depth: 5
  • Worst EP arrival: approximately 2000 ps
  • Worst EP required: around 2500 ps
  • Worst R2R Setup Slack: about 790 ps
  • Reg2reg end: data_out[1]
  • CP max FO: 17

Final layout
  • Area Overhead vs Synth: 26.8%
  • Share of layout cells above drive strength 1: between 10% and 20%
  • Design Area, Final: 1080 sq um
  • Post-route insts no fill: approximately 150
  • Fill cell count: about 420
  • Core Util, Final: 26.7%

Final timing
  • Setup WS post-layout: approximately 500 ps
  • Worst clock skew: around 4.7 ps
  • Worst slew pin tran: approximately 460 ps
  • Hold Violations, Final: 0
  • Slew Limit Fails: 0
  • Final Setup Violations: 0
  • Hold WS: 343 ps
  • Unrepaired setup endpoints after global routing: no
  • Slew margin rel.: between 60 and 70%
  • Sum Neg Setup Slack: 0 ps

Flow run
  • Max cap viols: 0
  • Log Warnings: 26

Routing
  • DR vias: approximately 650
  • DR iter-0 viols: 88
  • DRT Pass-1 Iters: 4
  • ANT cells: 0
  • Final ANT Viol Nets: 0
  • Remaining DRCs: 0
  • WL final: approximately 1.7 mm
  • WL/cell: ~11 um
  • Post-DR vias/cell: 4.23

Status
  • Status: complete, no violations
worst max-delay path: stages:
cell and delay (ps):
clkdlybuf4s50_1 440, or2_1 350, a41oi_4 200, buf_4 230
nor2_1 60, a211oi_1 210
flip-flops by register name (all words and copies together) (netlist names):
signal	flops
count	8
data_out	8
edge_current	1
init	1
prev_edge	1
start_process	1
per-layer routing:
layer,global-route usage [%],vias to the layer above,part of all wire (%)
met1,6.12,302,51
met2,6.95,15,41
met5,0,-,0
li1,-,332,-
met4,1.95,0,2.0
met3,1.54,2,5.8
logic make-up after synthesis:
kind of cell    share of synthesized area [%]
compound gates                           13.9
fa+ha+maj                                1.46
buf+inv                                  6.29
simple gates                             21.1
xor+xnor                                 9.22
flops                                    46.9
mux                                      1.17
cells in the final DEF, fill, tap and decap left out, drive strengths merged:
cell | netlist | layout
nor2b | 1 | 1
clkbuf | 2 | 7
inv | 1 | 1
ha | 1 | 1
nand4 | 1 | 1
nor2 | 18 | 18
a41oi | 1 | 1
nand2b | 1 | 1
nand3b | 2 | 2
nand2 | 7 | 7
buf | 5 | 2
a211oi | 7 | 7
xor2 | 3 | 3
nand3 | 3 | 3
or2 | 1 | 1
and4 | 1 | 1
mux2i | 1 | 1
clkinv | 0 | 1
nor3 | 3 | 3
a311oi | 1 | 1
a21oi | 2 | 2
clkdlybuf4s50 | 0 | 11
xnor2 | 6 | 6
o31ai | 2 | 2
dfxtp | 20 | 20
power by group:
| group | internal [mW] | switching [mW] |
|---|---|---|
| combinational | 0.0349 | 0.0264 |
| clock | 0.238 | 0.131 |
| sequential | 0.362 | 0.00979 |
how the worst max path moves through the flow:
stage / start / endpoint / slack, ps / cells past startpoint
CTS: data_tran_flag / data_out[6] / 510 / 6
global route: data_tran_flag / data_out[2] / 380 / 6
finish: data_tran_flag / data_out[6] / 510 / 6
final cells by class:
| type | instances | area (sq um) | share of cell area, % |
|---|---|---|---|
| multi-input combinational | 62 | 400 | 37.0 |
| clock inverter | 1 | 5.00 | 0.462 |
| inverter | 1 | 3.75 | 0.346 |
| clock buffer | 7 | 86.3 | 7.97 |
| sequential | 20 | 400 | 37.0 |
| timing repair buffer | 13 | 125 | 11.5 |
| tap | 50 | 62.6 | 5.77 |
Power and IR drop assume default switching activity.
